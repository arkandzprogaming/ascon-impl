--- flow/config.mk ---
export PLATFORM = sky130hd
export DESIGN_NAME = ascon_p_serial_multiround
export DESIGN_NICKNAME = ascon_p_serial_multiround
export VERILOG_FILES = /design/flow/design.v
export SDC_FILE = /design/flow/constraint.sdc
export NUM_CORES = 4
export LEC_CHECK = 1
export CORE_UTILIZATION = 30
--- flow/constraint.sdc ---
current_design ascon_p_serial_multiround

set clk_period 5.0
set clk_io_pct 0.2

create_clock -name clk0 -period $clk_period [get_ports {clk}]

set non_clock_inputs [all_inputs -no_clocks]
set_input_delay [expr $clk_period * $clk_io_pct] -clock clk0 $non_clock_inputs
set_output_delay [expr $clk_period * $clk_io_pct] -clock clk0 [all_outputs]
--- flow/design.v ---
`timescale 1ns / 1ps
module ascon_p_serial_multiround     
     #(parameter BW = 64) (
         input clk,
         input rstn,
         input en,                        
         input en_inc,                    
         input [2:0] slice_idx,           
         input [BW-1:0] slice_in,         
         output reg [BW-1:0] slice_out,   
         output [3:0] r,                  
         output done                      
     );
    reg [BW-1:0] state [0:4];
    wire [3:0] round;
    wire [BW*5 - 1:0] next_state_w;
    always @(posedge clk or negedge rstn) begin
        if (!rstn) begin
            state[0] <= 0; state[1] <= 0; state[2] <= 0;
            state[3] <= 0; state[4] <= 0;
        end else if (en) begin
            state[slice_idx] <= slice_in;
        end 
        else if (en_inc && !done) begin
            {state[0], state[1], state[2], state[3], state[4]} <= next_state_w;
        end
    end
    wire [BW-1:0] s_rc0, s_rc1, s_rc2, s_rc3, s_rc4;
    wire [BW-1:0] s_p1_0, s_p1_1, s_p1_2, s_p1_3, s_p1_4;
    wire [BW-1:0] t0, t1, t2, t3, t4;
    wire [BW-1:0] s_p2_0, s_p2_1, s_p2_2, s_p2_3, s_p2_4;
    wire [BW-1:0] s_sub_0, s_sub_1, s_sub_2, s_sub_3, s_sub_4;
    wire [BW-1:0] s_q0, s_q1, s_q2, s_q3, s_q4;
    wire [BW-1:0] s_ld_0, s_ld_1, s_ld_2, s_ld_3, s_ld_4;
    assign s_rc0 = state[0];
    assign s_rc1 = state[1];
    assign s_rc2 = state[2] ^ {{56'd0}, c_r(round)};  
    assign s_rc3 = state[3];
    assign s_rc4 = state[4];
    assign s_p1_0 = s_rc0 ^ s_rc4;
    assign s_p1_4 = s_rc4 ^ s_rc3;
    assign s_p1_2 = s_rc2 ^ s_rc1;
    assign s_p1_1 = s_rc1;
    assign s_p1_3 = s_rc3;
    assign t0 = (~s_p1_0) & s_p1_1;
    assign t1 = (~s_p1_1) & s_p1_2;
    assign t2 = (~s_p1_2) & s_p1_3;
    assign t3 = (~s_p1_3) & s_p1_4;
    assign t4 = (~s_p1_4) & s_p1_0;
    assign s_p2_0 = s_p1_0 ^ t1;
    assign s_p2_1 = s_p1_1 ^ t2;
    assign s_p2_2 = s_p1_2 ^ t3;
    assign s_p2_3 = s_p1_3 ^ t4;
    assign s_p2_4 = s_p1_4 ^ t0;
    assign s_sub_1 = s_p2_1 ^ s_p2_0;
    assign s_sub_0 = s_p2_0 ^ s_p2_4;
    assign s_sub_3 = s_p2_3 ^ s_p2_2;
    assign s_sub_2 = s_p2_2 ^ {BW{1'b1}};
    assign s_sub_4 = s_p2_4;
    assign s_ld_0 = s_sub_0 ^ s_q0;
    assign s_ld_1 = s_sub_1 ^ s_q1;
    assign s_ld_2 = s_sub_2 ^ s_q2;
    assign s_ld_3 = s_sub_3 ^ s_q3;
    assign s_ld_4 = s_sub_4 ^ s_q4;
    assign next_state_w = {s_ld_0, s_ld_1, s_ld_2, s_ld_3, s_ld_4};
    reg [BW-1:0] tmp_out;
    always @(*) begin
        case (slice_idx)
            3'd0: tmp_out = state[0];
            3'd1: tmp_out = state[1];
            3'd2: tmp_out = state[2];
            3'd3: tmp_out = state[3];
            3'd4: tmp_out = state[4];
            default: tmp_out = 0;
        endcase
    end
    always @(posedge clk or negedge rstn) begin
        if (!rstn)
            slice_out <= 'd0;
        else 
            slice_out <= tmp_out;
    end
    function [7:0] c_r (input integer round);
        case (round)
            0: c_r = 8'hF0; 1: c_r = 8'hE1; 2: c_r = 8'hD2; 3: c_r = 8'hC3;
            4: c_r = 8'hB4; 5: c_r = 8'hA5; 6: c_r = 8'h96; 7: c_r = 8'h87;
            8: c_r = 8'h78; 9: c_r = 8'h69; 10: c_r = 8'h5A; 11: c_r = 8'h4B;
            default: c_r = 8'h00;
        endcase
    endfunction
    round_counter round_ctr (
        .clk(clk),
        .load(!rstn),
        .inc(en_inc),
        .dout(round),
        .done(done)
    );
    rotr ROT0(.val(s_sub_0), .n_1(19), .n_2(28), .out(s_q0));
    rotr ROT1(.val(s_sub_1), .n_1(61), .n_2(39), .out(s_q1));
    rotr ROT2(.val(s_sub_2), .n_1(1),  .n_2(6),  .out(s_q2));
    rotr ROT3(.val(s_sub_3), .n_1(10), .n_2(17), .out(s_q3));
    rotr ROT4(.val(s_sub_4), .n_1(7),  .n_2(41), .out(s_q4));
    assign r = round;  
endmodule
`timescale 1ns / 1ps
module rotr
    #(parameter BW = 64)
    (
        input [BW - 1:0] val,     
        input [5:0] n_1,          
        input [5:0] n_2,          
        output [BW - 1:0] out
    );
    assign out = ((val >> n_1) | (val << (BW - n_1))) ^ ((val >> n_2) | (val << (BW - n_2)));
endmodule
`timescale 1ns / 1ps
module round_counter (
    input clk,               
    input load,              
    input inc,               
    output reg [3:0] dout,   
    output reg done          
);
    always @(posedge clk) begin
        if (load) begin
            dout <= 0;        
            done <= 0;
        end
        else if (inc && !done) begin
            dout <= dout + 1;        
            if (dout == 4'd11)       
                done <= 1;
        end
    end
endmodule
--- flow/run.sh ---
#!/bin/bash
# OpenROAD 26Q1-2900-gdf79404cd8, Yosys 0.63+post, stock flow scripts
make -C /OpenROAD-flow-scripts/flow DESIGN_CONFIG=/design/flow/config.mk WORK_HOME=/design/flow/orfs finish
==> run notes <==
Implementation results. Boundary pin count landed at 140. The number of maximum-capacitance violations recorded for the run is 0. After synthesis, the mean cell area works out to 9.602 um2. Share of the cycle needed by the critical path after routing landed at 65.07%. In this run the cell area of the synthesized design comes to 36710 um2. Number of clock sinks seen by CTS landed at 397. Setup repair after global routing left no endpoint under its margin.

Global-route wire length before repair landed at 255200 um. The pre-CTS setup check shows a worst slack of 1.147 ns. During placement, the flow inserted port buffers numbering 139. Number of instances resized during post-cts repair landed at 0.

Actual slew at the worst max-slew pin landed at 1.169 ns. Per the detail_route report, vias per standard cell equal 5.566. Measured along the y axis, the die boundary spans 351.8 um.

The worst pin sits at a relative slew slack of 21.46%. The violation tally recorded at the end of detailed-routing iteration 0 is 2794. Buffers inserted to repair hold after CTS numbered 0. Overall track demand over capacity in global routing landed at 31.44%. Worst clock skew landed at 0.02510 ns. The end-of-flow timing check tallies setup violations at 0. Combined flip-flop and latch cell area landed at 9869 um2. The synthesized netlist has a Yosys-reported chip area of 36710 um2.

The number of global-route vias before repair came to 30.14k. Post-synthesis cell count from yosys landed at 3823. The data required time reported for the critical path is 5.58 ns. Recorded from the global router log, the overflow total was 0.

Width of the die landed at 351.8 um. The worst setup path is captured at a register. Clock latency on the worst-skew pair, taken at its later pin, is 0.68 ns. Detailed placer's ending HPWL landed at 145000 um. Yosys printed 13 warnings. TritonCTS built the clock tree. The DRC violation total left in the routed layout is recorded as 0. Area growth from synthesis to layout landed at 16.73%. The stage logs contain a warning count of 25. Number of iterations in the first detailed-routing pass landed at 6. Share of synthesized cell area in and, or, nand and nor gates landed at 14.49%.

In this run the clock root is driven by a clkbuf_16. In this run the core area contains 127 standard-cell rows. On the worst setup and hold paths after CTS, the clock-pin slew comes to 0.06 ns. The commonest register cell is dfrtp_1. For reference, the top logic cell family by area is XOR/XNOR gates.

The finished layout holds 5672 standard cells, fillers aside. Fraction of layout instances using a drive strength above 1 landed at 9.867%. The run finished with clean final reports. In the Yosys stats the netlist draws on 73 distinct library cells. Xor/xnor cell area share of the yosys netlist landed at 31.63%. Counting flops with an async set or reset pin after synthesis yields a share of 96.73%. Entering global routing, the biggest net connects 94 pins. Number of antenna violations at the first check in global routing landed at 6. Number of buffers created by CTS landed at 53. The worst setup path is launched from an input pin.

Number of flip-flops and latches in the synthesized netlist landed at 397. For reference, full adder, half adder and majority cells occupy 4.649% of the area reported after synthesis. Count of nets left with antenna violations after detail routing landed at 0. After detailed routing, the average wire length per cell comes to 33.25 um.

Of the synthesized area, sequential elements account for 26.89%. The core region is 120600 um2. Gate count after technology mapping landed at 3823. In the final layout, the fill cell count is 11.89k. Multi-input gate area in the final layout landed at 25430 um2. Total count of max-transition violations in the final report landed at 0. Per the CTS log, the maximum H-tree level is 2. Maximum frequency from static timing analysis landed at 307.4 MHz. Top fanout value on the critical path landed at 28. Sum of routed wire length over all layers landed at 188600 um. The most critical min-delay path falls under input pin to async pin. The number of placed instances, taps included, is 5570. Setup TNS landed at 0 ns. Detailed-route via count landed at 31.57k.

After its last routability iteration, the placer logged a weighted congestion of 1.106. Arrival time at the worst endpoint landed at 3.84 ns. Number of hold-slack violations in the final timing report landed at 0.

Worst-case setup margin in the final layout landed at 1.746 ns. For reference, the most critical setup path is categorized as input pin to register. Per the CTS log, the buffer count on the longest clock path is 3. Final critical delay including setup and external delays landed at 3.254 ns. Of the post-synthesis cell area, the part taken by muxes is 2.870%. Before placement the cells fill 30.44% of the core. Buffer count from post-CTS setup fixing landed at 0. In this run, synthesis inferred 0 flip-flops with an integrated enable.

The die covers 123800 um2. After Yosys synthesis, AND-OR and OR-AND compound gates account for 15.26% of the synthesized area.
==> final timing paths <==
| check | to | startpoint | cells after the start | slack, ns |
|---|---|---|---|---|
| max | state[1][16] | slice_idx[0] | 6 | 1.75 |
| min | slice_out[17] | rstn | 1 | 0.29 |
| max reg2reg | state[1][29] | state[1][29] | 7 | 1.90 |
| min reg2reg | state[2][3] | state[2][3] | 2 | 0.53 |
| max in group asynchronous | slice_out[35] | rstn | 3 | 3.07 |
| min in group clk0 | state[2][3] | state[2][3] | 2 | 0.53 |
==> metal layers <==
| layer | wire length (um) | GRT usage, % | vias to the layer above | share of wire [%] |
|---|---|---|---|---|
| met1 | 71490 | 40.00 | 15746 | 38 |
| li1 | - | - | 13810 | - |
| met5 | 38 | 0 | - | 0.020 |
| met3 | 23520 | 14.11 | 397 | 12 |
| met2 | 79220 | 44.24 | 1611 | 42 |
| met4 | 14310 | 18.82 | 6 | 7.6 |
==> layout make-up <==
type	instances	area share [%]
Multi-Input combinational cell	3050	59.34
Sequential cell	397	23.03
Timing Repair Buffer	354	7.408
Tap cell	1612	4.707
Clock buffer	81	3.673
Inverter	157	1.375
Clock inverter	15	0.4292
Antenna cell	6	0.03504
==> state kept, by name, summed over array words and instances, names as in the netlist, named ones only <==
register and cells:
state 320, round_ctr.dout 4, round_ctr.done 1, slice_out 64
==> cells by family after synthesis <==
kind of cell    after synthesis
compound gates              888
xor+xnor                    836
simple gates               1084
buf+inv                     376
flops                       397
fa+ha+maj                   138
mux                         104
==> critical path: stages <==
cell             delay (ns)
clkdlybuf4s50_1        0.73
nor3b_2                0.68
a21o_2                 0.27
buf_4                  0.39
o21ai_0                0.42
nor3b_1                0.29
==> Yosys cell counts (all sizes together), types with 6 or more instances <==
master,instances,area (um2)
nor4,8,50.05
a22oi,63,473.0
a221oi,7,61.31
clkbuf,121,468.0
a21oi,213,1066
nand4,11,68.82
a221o,65,650.6
maj3,9,92.59
inv,157,589.3
o31ai,33,247.7
nand3b,49,367.9
mux2i,103,1031
and3,44,290.3
or3,8,50.05
nor2,225,869.6
nand2,405,1520
o21ai,297,1490
nand2b,40,250.2
nor2b,106,663.1
buf,98,489.2
dfxtp,13,260.3
xor2,186,1652
ha,129,1614
xor3,58,1383
a21boi,16,120.1
nor3b,30,255.2
a211oi,10,90.09
xnor2,359,3324
and2,10,62.56
or4,12,105.1
nand3,55,275.3
xnor3,233,5251
and2b,6,48.80
o221ai,40,350.3
or2,17,106.4
dfrtp,384,9609
o211ai,48,360.4
a31oi,18,112.6
o21a,45,337.8
nor3,52,285.3
o22ai,18,112.6
==> placed cells by master, fill, tap and decap left out, types with 30 or more instances in the layout <==
master             n
o221ai_1          40
xnor3_1          232
xnor2_2           30
a221o_1           65
and3_1            41
nand3b_1          49
o21ai_0          291
nand2_1          405
nand3_1           55
clkbuf_16         55
a22oi_1           63
o31ai_1           33
nand2b_1          39
xor2_1           182
xnor2_1          329
ha_1             129
o211ai_1          48
o21a_1            45
inv_1            157
buf_4            203
clkdlybuf4s50_1  136
dfrtp_1          384
xor3_1            55
a21oi_1          210
nor3_1            46
mux2i_1          103
nor2b_1          106
nor2_1           218
==> per-stage QoR <==
stage	util [%]	hold WS [ns]	area (um2)
2_1_floorplan	-	0.4918	36710
5_1_grt	35.52	0.3303	42840
4_1_cts	35.52	0.2825	42840
6_report	35.53	0.2930	42850
3_3_place_gp	34.06	0.5091	41080
3_5_place_dp	34.06	0.5161	41080
