`./run.sh`:
```
#!/bin/bash
# OpenROAD 26Q1-2900-gdf79404cd8, Yosys 0.63+post, stock flow scripts
make -C /OpenROAD-flow-scripts/flow DESIGN_CONFIG=/design/flow/config.mk WORK_HOME=/design/flow/orfs finish
```
`./config.mk`:
```
export PLATFORM = sky130hd
export DESIGN_NAME = ascon_p_core
export DESIGN_NICKNAME = ascon_p_core
export VERILOG_FILES = /design/flow/design.v
export SDC_FILE = /design/flow/constraint.sdc
export NUM_CORES = 4
export LEC_CHECK = 1
export CORE_UTILIZATION = 40
```
`./constraint.sdc`:
```
current_design ascon_p_core

set clk_period 3.5
set clk_io_pct 0.2

create_clock -name clk0 -period $clk_period [get_ports {clk}]

set non_clock_inputs [all_inputs -no_clocks]
set_input_delay [expr $clk_period * $clk_io_pct] -clock clk0 $non_clock_inputs
set_output_delay [expr $clk_period * $clk_io_pct] -clock clk0 [all_outputs]
```
`./design.v`:
```
`timescale 1ns / 1ps
module ascon_p_core    
    # (parameter BW = 64)
    (
        input clk,
        input rstn,
        input [7:0] round_const,
        input [BW*5 - 1:0] s_in,
        output reg [BW*5 - 1:0] s_out
    );
    reg [BW*5-1:0] s_reg;
    reg [7:0] c_r_reg;            
    always @(posedge clk or negedge rstn) begin
        if (!rstn) begin
            c_r_reg <= 0;
            s_reg <= 0;       
        end else begin
            c_r_reg <= round_const;
            s_reg <= s_in;    
        end
    end 
    wire [BW-1:0] s_rc0;  
    wire [BW-1:0] s_rc1;
    wire [BW-1:0] s_rc2;
    wire [BW-1:0] s_rc3;
    wire [BW-1:0] s_rc4;  
    reg [BW-1:0] s_p1_0, s_p1_1, s_p1_2, s_p1_3, s_p1_4;    
    reg [BW-1:0] t0, t1, t2, t3, t4;                        
    reg [BW-1:0] s_p2_0, s_p2_1, s_p2_2, s_p2_3, s_p2_4;    
    reg [BW-1:0] s_sub_0, s_sub_1, s_sub_2, s_sub_3, s_sub_4;
    wire [BW-1:0] s_q0, s_q1, s_q2, s_q3, s_q4;
    reg [BW-1:0] s_ld_0, s_ld_1, s_ld_2, s_ld_3, s_ld_4;
    wire [BW*5-1:0] s_from_sub;  
    wire [BW*5-1:0] s_from_ld;   
    rotr rot_q0 (
        .val(s_sub_0),
        .n_1(6'd19),
        .n_2(6'd28),
        .out(s_q0)
    ); rotr rot_q1 (
        .val(s_sub_1),
        .n_1(6'd61),
        .n_2(6'd39),
        .out(s_q1)
    ); rotr rot_q2 (
        .val(s_sub_2),
        .n_1(6'd1),
        .n_2(6'd6),
        .out(s_q2)
    ); rotr rot_q3 (
        .val(s_sub_3),
        .n_1(6'd10),
        .n_2(6'd17),
        .out(s_q3)
    ); rotr rot_q4 (
        .val(s_sub_4),
        .n_1(6'd7),
        .n_2(6'd41),
        .out(s_q4)
    );
    assign s_rc0 = s_reg [BW*5 - 1:BW*4];
    assign s_rc1 = s_reg [BW*4 - 1:BW*3];
    assign s_rc2 = s_reg [BW*3 - 1:BW*2] ^ {{56'd0}, c_r_reg};
    assign s_rc3 = s_reg [BW*2 - 1:BW*1];
    assign s_rc4 = s_reg [BW*1 - 1:BW*0];
    always @(*) begin
        s_p1_0 = s_rc0 ^ s_rc4;
        s_p1_4 = s_rc4 ^ s_rc3;
        s_p1_2 = s_rc2 ^ s_rc1;
        s_p1_1 = s_rc1;
        s_p1_3 = s_rc3;
        t0 = (~s_p1_0) & s_p1_1;  
        t1 = (~s_p1_1) & s_p1_2;  
        t2 = (~s_p1_2) & s_p1_3;  
        t3 = (~s_p1_3) & s_p1_4;  
        t4 = (~s_p1_4) & s_p1_0;  
        s_p2_0 = s_p1_0 ^ t1;  
        s_p2_1 = s_p1_1 ^ t2;  
        s_p2_2 = s_p1_2 ^ t3;  
        s_p2_3 = s_p1_3 ^ t4;  
        s_p2_4 = s_p1_4 ^ t0;  
        s_sub_1 = s_p2_1 ^ s_p2_0;
        s_sub_0 = s_p2_0 ^ s_p2_4;
        s_sub_3 = s_p2_3 ^ s_p2_2;
        s_sub_2 = s_p2_2 ^ {BW{1'b1}};
        s_sub_4 = s_p2_4;
        s_ld_0 = s_sub_0 ^ s_q0;
        s_ld_1 = s_sub_1 ^ s_q1;
        s_ld_2 = s_sub_2 ^ s_q2;
        s_ld_3 = s_sub_3 ^ s_q3;
        s_ld_4 = s_sub_4 ^ s_q4;
    end
     assign s_from_ld = {s_ld_0, s_ld_1, s_ld_2, s_ld_3, s_ld_4};
        always @(posedge clk or negedge rstn) begin
            if (!rstn) begin
                s_out <= 0;
            end else begin
                s_out <= s_from_ld;
            end
        end 
    endmodule
`timescale 1ns / 1ps
module rotr
    #(parameter BW = 64)
    (
        input [BW - 1:0] val,     
        input [5:0] n_1,          
        input [5:0] n_2,          
        output [BW - 1:0] out
    );
    assign out = ((val >> n_1) | (val << (BW - n_1))) ^ ((val >> n_2) | (val << (BW - n_2)));
endmodule
```
==> notes.md <==
Status of the implementation.

- The flow ran to the end, and the final reports show no timing, DRC or antenna violations.
- For reference, the critical path cell chain is xor2_1 -> ha_1 -> xnor2_1 -> xnor2_2 -> xnor3_1.
- In this run the post-CTS setup repair buffer count came out at 0.
- The timing report gives the biggest stage delay along the critical path as 0.96 ns.
- The leakage power is around 21 nW, for reference.
- The worst register-to-register path has a depth of 5.
- Setup repair after global routing left no endpoint under its margin.
- For this block, the initial DRC count from the detailed router was between 900 and 1000.
- The highest-delay cell along the critical path is sky130_fd_sc_hd__xnor2_1, for reference.
- For the worst reg-to-reg path, the startpoint reported by OpenROAD is c_r_reg[4]$_DFF_PN0_.
- Warnings raised by the tools during the run amount to 25.
- In this run the cell area of the synthesized design comes to about 33000 µm².
- STA classifies the critical path endpoint as a register.
- The power density normalized to cell area is 732 nW/µm², for reference.
- The internal power is 22.8 mW, for reference.
- Across all layers, the routed design uses approximately 20000 vias.
- The synthesized instance count is approximately 2200, for reference.
- The layout summary lists the proportion of cells stronger than drive strength 1 as approximately 13%.
- The floorplan step defined a core boundary enclosing ~81000 µm².
- Wires add up to roughly 120000 µm.
- The number of distinct library cells after synthesis is 18, for reference.
- The final setup skew is approximately 0.022 ns, for reference.
- The deepest level of the CTS H-tree is 3, for reference.
- The count of instances resized after the clock tree is built is 0, for reference.
- The final antenna-violating net count is 0, for reference.
- The cell count in the Yosys report is between 2000 and 2500, for reference.
- The final instance count without filler cells is a little over 4000, for reference.
- The horizontal die size is 289 µm, for reference.
- Together, buffers and inverters on the worst path number 0.
- Warnings reported by Yosys during synthesis add up to 1.
- The area of the chip is between 80000 and 90000 µm², for reference.
- The post-synth register bit count is around 650.
- Once placement completed, the tool counted placed cells totaling 3981.
- Looking at area per cell type in the netlist, the leader is sky130_fd_sc_hd__dfrtp_1.
- The highest supply drop recorded on VDD is 0.422 mV.
- The via count of the first global-routing pass is between 20000 and 25000, for reference.
- Ranked by total cell area, the synthesized netlist is headed by sky130_fd_sc_hd__dfrtp_1 49%, sky130_fd_sc_hd__xnor3_1 15%, sky130_fd_sc_hd__xnor2_1 11%, sky130_fd_sc_hd__xnor2_2 6.3%, sky130_fd_sc_hd__ha_1 4.9%.
- For the worst-skew pair, the clock arrives at the later sink with an insertion delay of ~0.62 ns.
- The area overhead of the layout relative to synthesis is 34.5%, for reference.
- The portion of the clock cycle consumed by the worst path in the final layout is 80.3%, for reference.
- The total overflow left after global routing is 0.
- The OpenROAD report gives the critical path a required time of between 3 and 4 ns.
- Port buffering added around 650 buffers.
- The maximum number of pins on one net before global-route repair is 88, for reference.
- In this run the power spent charging and discharging nets is 9.49 mW.
- For flop-to-flop paths, the worst setup slack is just under 0.7 ns.
- The initial antenna violation count is 3, for reference.
- The pre-antenna-repair detailed-routing pass consisted of 6 iterations.
- The upper clock frequency limit is 356 MHz, for reference.
- Per the post-synthesis stats, the area per cell is 15.0 µm².
- From bottom edge to top edge, the die measures approximately 290 µm.
- The clock network fraction of total power is around 27%, for reference.
- The effective utilization at floorplan is just over 40%, for reference.
- Counting endpoints that fail hold in the final report gives 0.
- The script computed the net switching share of total power as 29.4%.
- TritonCTS built the clock tree.
- The placed wire-length estimate is just over 100000 µm, for reference.
- Summing the sequential cell areas from Yosys gives 49.4% of the chip area.
- In the final timing run, aggregate negative setup slack is 0 ns.
- The data arrival time of the critical path is around 3.3 ns, for reference.
- The final critical-path required period is roughly 2.8 ns, for reference.
- The TritonCTS sink count is approximately 650, for reference.
- In this run, the combinational gates consume 38.2% of the power.
- The worst setup path is of the reg2reg kind.
- The worst slew slack as a fraction of its limit is roughly 15%, for reference.
- The weighted congestion at the end of routability-driven global placement is around 1.0, for reference.
- The root cell of the clock tree is sky130_fd_sc_hd__clkbuf_16, for reference.
- In this run the deepest clock path goes through 3 buffers.
- The highest fanout seen on the critical path is 4, for reference.
- In this run the biggest area consumer among cell types represents 49.4% of the synthesized area.
- In the synthesis report, Yosys lists the chip area as roughly 33000 µm².
- Setup violations remaining at the end of the flow were counted as 0.
- The DRC violations left is 0, for reference.
- Per the timing report, the most critical flop-to-flop path finishes at s_out[68]$_DFF_PN0_.
- The clock-pin slew on the worst setup and hold paths is roughly 0.06 ns, for reference.
- The transition time at the pin with the least slew margin is around 1.3 ns, for reference.
- The worst hold path class is in2async, for reference.
- The sequential cell fraction of total power is around a third, for reference.
- CTS added clock buffers totalling 75.
- The post-cts hold buffer count is 0, for reference.
- After layout, the design draws a total of 32.3 mW.
- The first-pass GRT wire length is roughly 160000 µm, for reference.
- The reported max-cap violation count is 0, for reference.
- The I/O pin total is between 600 and 700, for reference.
- The type of origin of the critical path is a register, for reference.
- The routed design shows a via density per instance of approximately 4.7.
- Global routing consumed, over all layers together, 31.5% of the routing resources.
- The floorplan has between 100 and 150 rows.
- Grouping stages by cell kind, the critical path spends the most delay in XOR/XNOR gates.
- Per the final report, max-transition violations number 0.
- After detailed routing, the average wire length per cell comes to approximately 30 µm.
[routing by layer]
layer	vias up	GRT usage (%)	part of all wire, %
li1	8646	-	-
met3	160	13.2	11
met5	-	0	0
met1	9886	41.5	37
met4	0	9.13	3.7
met2	841	49.4	49
[logic make-up after synthesis]
| group | Yosys count | synth area share (%) |
|---|---|---|
| XOR/XNOR | 910 | 38.3 |
| flip-flops | 648 | 49.4 |
| buffers and inverters | 191 | 2.18 |
| adder cells (fa/ha/maj) | 191 | 6.90 |
| AND/OR/NAND/NOR | 185 | 2.14 |
| AND-OR/OR-AND | 56 | 0.853 |
| multiplexers | 9 | 0.274 |
[synth_stat cells]
master and count:
sky130_fd_sc_hd__a21oi_1 25, sky130_fd_sc_hd__and2_1 4, sky130_fd_sc_hd__dfrtp_1 648, sky130_fd_sc_hd__ha_1 128, sky130_fd_sc_hd__inv_1 189, sky130_fd_sc_hd__inv_2 2
sky130_fd_sc_hd__maj3_1 35, sky130_fd_sc_hd__maj3_2 28, sky130_fd_sc_hd__mux2i_1 9, sky130_fd_sc_hd__nand2_1 144, sky130_fd_sc_hd__nor2_1 37, sky130_fd_sc_hd__o21ai_0 31
sky130_fd_sc_hd__xnor2_1 409, sky130_fd_sc_hd__xnor2_2 128, sky130_fd_sc_hd__xnor3_1 214, sky130_fd_sc_hd__xor2_1 109, sky130_fd_sc_hd__xor2_2 8, sky130_fd_sc_hd__xor3_1 42
[stage by stage]
step / setup slack [ns] / area [µm²] / hold slack [ns] / utilization, %
finish: 0.689 / 44200 / 0.0897 / 54.6
floorplan: 1.58 / 32800 / 0.404 / -
CTS: 0.759 / 44200 / 0.107 / 54.6
global placement: 0.737 / 41400 / 0.771 / 51.1
global route: 0.675 / 44200 / 0.108 / 54.6
detailed placement: 0.783 / 41400 / 0.777 / 51.1
[power by group through the flow]
stage | logic (mW) | registers, mW | clock network, mW
CTS | 12.5 | 11.3 | 8.92
global route | 13.0 | 11.4 | 9.21
finish | 12.3 | 11.2 | 8.75
[layout by cell type, fill, tap and decap left out, types with 78 or more instances in the layout]
master / count
sky130_fd_sc_hd__dfrtp_1: 648
sky130_fd_sc_hd__clkdlybuf4s50_1: 648
sky130_fd_sc_hd__xnor2_1: 407
sky130_fd_sc_hd__xnor3_1: 214
sky130_fd_sc_hd__inv_1: 189
sky130_fd_sc_hd__nand2_1: 144
sky130_fd_sc_hd__xnor2_2: 130
sky130_fd_sc_hd__ha_1: 128
sky130_fd_sc_hd__xor2_1: 109
sky130_fd_sc_hd__clkbuf_16: 78
[how the worst max path moves through the flow]
stage	start	end	slack, ns	depth (start not counted)
CTS	c_r_reg[0]$_DFF_PN0_	s_out[64]$_DFF_PN0_	0.76	5
global route	c_r_reg[0]$_DFF_PN0_	s_out[64]$_DFF_PN0_	0.67	5
finish	c_r_reg[4]$_DFF_PN0_	s_out[68]$_DFF_PN0_	0.69	5
[cell type report]
class	count	area, µm²
fill	6327	36800
clock buffer	94	2110
tap	1060	1330
clock inverter	44	668
sequential	648	16200
inverter	191	717
multi-input combinational	1351	15900
antenna	2	5.00
timing repair buffer	731	7190
Power figures rest on the tool's default switching activity, not on a simulated workload.
