File: /design/flow/constraint.sdc
current_design ascon_p_serial

set clk_period 3.5
set clk_io_pct 0.2

create_clock -name clk0 -period $clk_period [get_ports {clk}]

set non_clock_inputs [all_inputs -no_clocks]
set_input_delay [expr $clk_period * $clk_io_pct] -clock clk0 $non_clock_inputs
set_output_delay [expr $clk_period * $clk_io_pct] -clock clk0 [all_outputs]
File: /design/flow/design.v
`timescale 1ns / 1ps
module ascon_p_serial
    #(parameter BW = 64) (
        input clk,
        input rstn,
        input en,
        input [2:0] slice_idx,           
        input [7:0] round_const,        
        input [BW-1:0] slice_in,         
        output reg [BW-1:0] slice_out
    );
    reg [BW-1:0] state [0:4];
    reg [BW-1:0] S0, S1, S2, S3, S4;
    reg [BW-1:0] T0, T1, T2, T3, T4;
    reg [BW-1:0] sub0, sub1, sub2, sub3, sub4;
    wire [BW-1:0] rot0, rot1, rot2, rot3, rot4;
    reg [BW-1:0] tmp;
    always @(posedge clk or negedge rstn) begin
        if (!rstn) begin
            state[0] <= 0; state[1] <= 0; state[2] <= 0;
            state[3] <= 0; state[4] <= 0;
        end else if (en) begin
            state[slice_idx] <= slice_in;
            if (slice_idx == 2)          
                state[2] <= slice_in ^ {{56'd0}, round_const};
        end
    end
    always @(*) begin
        S0 = state[0];
        S1 = state[1];
        S2 = state[2];
        S3 = state[3];
        S4 = state[4];
        S0 = S0 ^ S4;
        S4 = S4 ^ S3;
        S2 = S2 ^ S1;
        T0 = (~S0) & S1;
        T1 = (~S1) & S2;
        T2 = (~S2) & S3;
        T3 = (~S3) & S4;
        T4 = (~S4) & S0;
        sub0 = S0 ^ T1;
        sub1 = S1 ^ T2;
        sub2 = S2 ^ T3;
        sub3 = S3 ^ T4;
        sub4 = S4 ^ T0;
        sub1 = sub1 ^ sub0;
        sub0 = sub0 ^ sub4;
        sub3 = sub3 ^ sub2;
        sub2 = sub2 ^ {BW{1'b1}};  
    end
    rotr ROT0(.val(sub0), .n_1(6'd19), .n_2(6'd28), .out(rot0));
    rotr ROT1(.val(sub1), .n_1(6'd61), .n_2(6'd39), .out(rot1));
    rotr ROT2(.val(sub2), .n_1(6'd1),  .n_2(6'd6),  .out(rot2));
    rotr ROT3(.val(sub3), .n_1(6'd10), .n_2(6'd17), .out(rot3));
    rotr ROT4(.val(sub4), .n_1(6'd7),  .n_2(6'd41), .out(rot4));
    always @(*) begin
        case (slice_idx)
            3'd0: tmp = sub0 ^ rot0;
            3'd1: tmp = sub1 ^ rot1;
            3'd2: tmp = sub2 ^ rot2;
            3'd3: tmp = sub3 ^ rot3;
            3'd4: tmp = sub4 ^ rot4;
            default: tmp = 0;
        endcase
    end
    always @(posedge clk or negedge rstn) begin
        if (!rstn)
            slice_out <= 'd0;
        else 
            slice_out <= tmp;
    end
endmodule
`timescale 1ns / 1ps
module rotr
    #(parameter BW = 64)
    (
        input [BW - 1:0] val,     
        input [5:0] n_1,          
        input [5:0] n_2,          
        output [BW - 1:0] out
    );
    assign out = ((val >> n_1) | (val << (BW - n_1))) ^ ((val >> n_2) | (val << (BW - n_2)));
endmodule
File: /design/flow/run.sh
#!/bin/bash
# OpenROAD 26Q1-2900-gdf79404cd8, Yosys 0.63+post, stock flow scripts
make -C /OpenROAD-flow-scripts/flow DESIGN_CONFIG=/design/flow/config.mk WORK_HOME=/design/flow/orfs finish
File: /design/flow/config.mk
export PLATFORM = sky130hd
export DESIGN_NAME = ascon_p_serial
export DESIGN_NICKNAME = ascon_p_serial
export VERILOG_FILES = /design/flow/design.v
export SDC_FILE = /design/flow/constraint.sdc
export NUM_CORES = 4
export LEC_CHECK = 1
export CORE_UTILIZATION = 50
==> run summary <==
result of the run: finished, final reports clean
Setup crit start kind: register
delay of the slowest cell on the worst path: 0.60 ns
share of the clock period used by the worst path: 84.74%
post-route setup TNS: 0 ns
1st-pass router iterations: 5
CP arrival: 3.40 ns
count of antenna-violating nets left after detailed routing: 0
cell area after synthesis: 0.03093 sq mm
number of setup buffers added after CTS: 0
worst setup path class: register to register
Reg-to-Reg End: slice_out[54]
count of input and output buffers: 141
starting density of the core: 50.96%
number of fillers in the final layout: 4,704
Top Ports: 142
top library cells by usage in the layout, fill and taps aside: xnor2_1 (511), dfrtp_1 (384), nand2_1 (346), buf_4 (184), inv_1 (182)
# clock sinks: 384
clock tree from TritonCTS: built
class of the tightest hold or removal check: primary input to asynchronous set/reset pin
maximum fanout along the worst path: 4
layout overhead on the synthesized area: 17.36%
CP Capture Type: register
Rows: 90
max-slew violation count: 0
root cell of the clock tree: clkbuf_16
Clk pin slew, worst setup/hold paths: 0.07 ns
most frequent cell on the critical path: xnor2_1
core footprint: 0.06070 sq mm
via count of the first global-routing pass: 22,780
violation tally from detailed-route iteration zero: 1,479
average via count per standard cell: 5.675
gr ovfl total: 0
#FFs+latches synth: 384
Crit-path slowest cell: xnor2_1
total die area: 0.06286 sq mm
number of buffers inserted by hold repair at cts: 0
average cell area after synthesis: 11.02 sq um
Late-Pin Clk Latency: 0.61 ns
FF-to-FF Start: state[1][0]
overall die height: 250.7 microns
total tool warning count: 28
RePlAce Congestion: 1.092
sequential element share of the synthesized area: 31.07%
maximum number of buffers from clock root to sink: 3
total via count after detailed routing: 22,310
FF-to-FF setup slack: 0.53 ns
antenna violations before repair: 3
leading cell type in the layout, fill and taps excluded: xnor2_1
cell count listed in synth_stat.txt: 2,807
chip area from the yosys synthesis statistics: 0.03093 sq mm
Gate Count Post-Synth: 2,807
overall track demand over capacity in global routing: 40.23%
wire length of the first global-routing pass: 167.7 mm
required arrival time at the worst endpoint: 3.93 ns
maximum level of the CTS H-tree: 2
post-CTS sizing: 0
final worst clock skew: 0.03264 ns
relative max-transition margin: 30.95%
crit path time final: 2.966 ns
max-cap violation count: 0
total wire length after detailed routing: 117.5 mm
final count of hold timing violations: 0
critical-path cell list: inv_1, ha_1, xnor2_1, xnor2_1, buf_4, xnor3_1, a22oi_1, o211ai_1
layout cell share with drive strength beyond 1: 18.52%
number of cells traversed by the worst register-to-register path: 8
total half-perimeter wirelength after legalization and detailed placement: 92.05 mm
Chip Width: 250.7 microns
launching instance or port of the critical path: state[1][0]
number of failing setup endpoints in the final timing report: 0
largest net degree at the start of global routing: 119
max frequency: 0.3372 GHz
count of unique library cells instantiated by Yosys: 38
RSZ-0062 raised after global routing: no
Tightest Pin Transition: 1.028 ns
final core utilization: 59.81%
number of buffers created by CTS: 46
post-detailed-route DRC marker count: 0
wire length per cell: 29.88 microns
Ys Warns: 2
-- Yosys cell counts --
cell       count  share of area [%]
xnor2_1      513                 15
dfrtp_1      384                 31
nand2_1      347                4.2
inv_1        182                2.2
mux2_2       176                6.4
xnor3_1      176                 13
o21ai_0      152                2.5
ha_1         128                5.2
xor2_1       126                3.6
xnor2_2       84                4.4
a22oi_1       83                2.0
nor2_1        67               0.81
clkbuf_1      66               0.80
mux2i_1       65                2.1
maj3_1        41                1.3
nand4_1       30               0.61
a21oi_1       26               0.42
o211ai_1      22               0.53
and2_1        21               0.42
xor2_2        18               0.95
xor3_1        16                1.2
buf_2         11               0.18
o21ai_1       11               0.18
a2bb2oi_1     10               0.28
mux2_1        10               0.36
maj3_2         9               0.33
nand3_1        9               0.15
inv_2          8              0.097
buf_1          5              0.061
a211o_1        2              0.057
and3_1         2              0.040
a22o_1         1              0.028
and3b_1        1              0.028
nand3b_1       1              0.024
nor3_1         1              0.016
nor3b_1        1              0.024
o221a_1        1              0.036
o2bb2ai_1      1              0.028
-- state kept, by name, summed over array words and instances (netlist names) --
name / cells
state: 320
slice_out: 64
-- worst max path at each step --
stage	slack [ns]	to
finish	0.53	slice_out[54]
global route	0.53	slice_out[54]
CTS	0.59	slice_out[54]
-- metal layers --
layer	up-vias	track usage [%]	part of all wire (%)
met3	267	13.99	9.5
met5	-	0	0.026
met2	824	57.67	44
met4	4	17.55	5.8
li1	10040	-	-
met1	11180	57.32	41
-- stage by stage --
step                      cells  worst slack [ns]  hold slack, ns  instance area (sq um)
after floorplan            2807             1.241          0.4044                  30930
after global routing       3930            0.5287          0.1366                  36300
final                      3931            0.5340         0.09459                  36300
after detailed placement   3845            0.6050          0.5256                  34690
after CTS                  3930            0.5925         0.08720                  36300
after global placement     3845            0.6214          0.5198                  34690
-- worst max-delay path: cells and delay by family (launching register included) --
family	cells	cell delay (ns)
compound gates	2	0.67
buf+inv	2	0.30
fa+ha+maj	1	0.26
xor+xnor	3	1.20
flops	1	0.38
-- kinds of logic after synthesis --
| group | count (synthesis) | synth area share [%] |
|---|---|---|
| xor+xnor | 933 | 37.50 |
| simple gates | 480 | 6.335 |
| flops | 384 | 31.07 |
| compound gates | 309 | 6.040 |
| buf+inv | 272 | 3.345 |
| mux | 251 | 8.875 |
| fa+ha+maj | 178 | 6.833 |
-- layout make-up --
type,count,area [sq um],share of cell area [%]
antenna,1,2.502,0.006894
multi-input combinational,2151,20330,56.02
tap,782,978.4,2.695
sequential,384,9609,26.47
clock buffer,62,1355,3.733
inverter,190,713.2,1.965
clock inverter,23,249.0,0.6859
timing repair buffer,338,3058,8.424
